$ cat ./config.mk
export PLATFORM = sky130hd
export DESIGN_NAME = nco_sig
export DESIGN_NICKNAME = nco_sig
export VERILOG_FILES = /design/flow/design.v
export SDC_FILE = /design/flow/constraint.sdc
export NUM_CORES = 4
export LEC_CHECK = 1
export CORE_UTILIZATION = 30
$ cat ./constraint.sdc
current_design nco_sig

set clk_period 26.7
set clk_io_pct 0.2

create_clock -name clk0 -period $clk_period [get_ports {clk}]

set non_clock_inputs [all_inputs -no_clocks]
set_input_delay [expr $clk_period * $clk_io_pct] -clock clk0 $non_clock_inputs
set_output_delay [expr $clk_period * $clk_io_pct] -clock clk0 [all_outputs]
$ cat ./design.v
module nco_sig 
(clk,
phase_inc_carr,
phase_accum,
sin_out,
cos_out
);
input clk; 
input [63:0] phase_inc_carr;
output sin_out;
output cos_out;
parameter IDLE_nco = 0, START_nco = 1;
reg state_nco_carr = IDLE_nco ;
output reg [63:0] phase_accum;
assign sin_out = (phase_accum[63] == 1'b1)? 1'b0 : 1'b1 ; 
assign cos_out = ((phase_accum[63] ^ phase_accum[62]) == 1'b1)? 1'b0 :  1'b1;
always@(posedge clk) begin
	phase_accum <= phase_accum + phase_inc_carr;
end
endmodule
$ cat ./run.sh
#!/bin/bash
# OpenROAD 26Q1-2900-gdf79404cd8, Yosys 0.63+post, stock flow scripts
make -C /OpenROAD-flow-scripts/flow DESIGN_CONFIG=/design/flow/config.mk WORK_HOME=/design/flow/orfs finish
==> impl_metrics.csv <==
group,metric,value,unit
power,power_frac_seq,0.196,
final_timing,relSlewSlack,0.658,
clock_network,clkTransAtPathRegs,60,ps
worst_setup_path,crit_fanout,5,
power,irDropWorstVdd,0.0425,mV
yosys,postSynthSeqShare,0.252,
grt,antenna_found_initial,0,
worst_setup_path,critPathMostFrequentCell,"a21oi_1",
placed_design,hpwl,11.8,mm
floorplanning,core-area,16500,µm²
placed_design,place.gp.congestion,0.893,
power,clockPowerShare,0.135,
yosys,synth_top_flop_cell,"dfxtp_1",
route,postRouteAntennaNets,0,
worst_setup_path,critical_path_class,"in -> reg",
layout,final_util,0.415,
placed_design,placed_cell_area,6530,µm²
worst_setup_path,crit_path_max_incr_delay,440,ps
grt,grt_pass1_vias,4697,
final_timing,period_needed,8340,ps
yosys,synth_area,5080,µm²
route,num_antenna_cells,0,
grt,grt_max_degree,12,
layout,final_cells,965,
worst_setup_path,path_cells,"clkdlybuf4s50_1 -> ha_1 -> fa_1 -> a21oi_1 -> nor2_2 -> nor4_2 -> nor2_1 -> a21oi_2 -> a21oi_1 -> o32ai_1 -> o21ai_1 -> xor2_1",
yosys,synth_top_area_share,0.252,
yosys,synth.distinct_cells,66,
clock_network,cts_setup_buffers,0,
route,drc,0,
final_timing,period_used_share,0.312,
yosys,area_leaders,"dfxtp_1 25%, ha_1 16%, a21oi_1 7.5%",
worst_hold_path,hold_class,"reg -> reg",
final_timing,hold_violations,0,
power,p_per_area,139,nW/µm²
power,swShare,0.420,
clock_network,cts_hold_buf,0,
power,p_int,0.000555,W
floorplanning,die_height,132,µm
clock_network,clock_path_buffers,2,
worst_setup_path,arrival,8570,ps
yosys,ys_async_sr_fraction,0,
route,drtIter0Drc,357,
route,drt-total-wl,14.6,mm
worst_setup_path,setup.worst_path.end_class,"flop",
grt,grt-ovfl-total,0,
route,firstDrtPassIters,5,
power,power_switching,0.000401,W
worst_setup_path,cp_slowest_cell,"o32ai_1",
route,wl_per_cell,15.1,µm
layout,area_growth,35.0,%
final_timing,final.setup_skew,6.33,ps
yosys,yosys_cells,617,
clock_network,ctsResizeCount,0,
layout,seq_area,1280,µm²
final_timing,worst_slew_pin_slew,509,ps
yosys,yosysWarningCount,1,
route,via_per_inst,5.03,
clock_network,worstSkewPairLatency,340,ps
clock_network,cts_tree,"done",
placed_design,io_buffers,130,
floorplanning,rows,47,
power,pwr-share-comb,0.669,
final_timing,max_freq,0.120,GHz
final_timing,finalSetupViolCount,0,
layout,design_area,6850,µm²
yosys,synth_area_leader_cell,"dfxtp_1",
flow_run,cap_violations,0,
yosys,ys_area,5080,µm²
route,num_vias,4851,
floorplanning,die_area,17400,µm²
yosys,ys_ff,64,
layout,reg_top3,"phase_accum: 64 flops",
yosys,syn_area_per_cell,8.23,µm²
placed_design,placed_cells,949,
power,p_leak,2.88,nW
power,power,0.000955,W
layout,regMostFlops,"phase_accum",
grt,track_usage,0.170,
clock_network,clock_sink_count,64,
layout,comb_area,3620,µm²
floorplanning,die_w,132,µm
layout,drive_gt1_frac,0.0523,
layout,largest_reg_flops,64,
grt,grt_pass1_wl,23.8,mm
final_timing,slew_viol_final,0,
clock_network,cts_root_buf,"clkbuf_16",
worst_setup_path,crit_path_start_kind,"input pin",
clock_network,ctsHtreeMaxLevel,3,
floorplanning,io_pins,131,
outcome,outcome,"finished clean",
clock_network,cts_buffers,9,
layout,fillers,1633,
flow_run,warnings,25,
final_timing,rsz0062_at_grt,"no",
final_timing,setup_tns,0,ps
floorplanning,fp_util,0.307,
worst_setup_path,crit_required,26930,ps
yosys,synth_cells,617,
yosys,edf_count,0,
## worst max-delay path, delay by kind of cell
| family | cells | cell delay (ps) |
|---|---|---|
| xor+xnor | 1 | 150 |
| compound gates | 5 | 1320 |
| fa+ha+maj | 2 | 660 |
| simple gates | 3 | 700 |
| buf+inv | 1 | 400 |
## cells in the mapped netlist (3+ instances only)
library cell and count:
a21oi_1 76, nand3_2 3, a21boi_0 4, nand4_1 17, clkbuf_1 10, nor4_1 3
and3_1 5, ha_1 63, nand3_1 11, nor3_1 8, o21a_1 6, a21o_1 34
and3_2 3, xnor2_1 39, inv_1 15, a211oi_1 3, nor2_1 40, dfxtp_1 64
nand2_1 52, xor2_1 23, o21bai_1 15, nor2b_1 7, a31oi_1 9, buf_6 5
o21ai_1 17, o21ai_0 28, nand3b_1 5, nand2b_1 3, and2_1 3
## cells in the final DEF (no fill, tap or decap), types with 23 or more instances in the layout
cell type / n
ha_1: 63
dfxtp_1: 64
xor2_1: 23
xnor2_1: 39
nand2_1: 52
clkdlybuf4s50_1: 130
a21oi_1: 76
nor2_1: 40
a21o_1: 34
o21ai_0: 28
## final timing paths
path | startpoint | to | slack [ps] | depth (start not counted)
setup reg to reg | phase_accum[0]$_DFF_P_ | phase_accum[44]$_DFF_P_ | 23460 | 11
hold / removal | phase_accum[0]$_DFF_P_ | phase_accum[0]$_DFF_P_ | 480 | 1
setup / recovery | phase_inc_carr[0] | phase_accum[44]$_DFF_P_ | 18360 | 12
hold reg to reg | phase_accum[0]$_DFF_P_ | phase_accum[0]$_DFF_P_ | 480 | 1
## per-layer routing
layer,vias up,global-route usage,share of wire
li1,2524,-,-
met1,2164,0.266,0.50
met2,148,0.252,0.42
met3,15,0.0314,0.063
met4,0,0.0200,0.013
met5,-,0,0
## power groups by stage
stage	clock (W)	combinational [W]	sequential, W
after global routing	0.000138	0.000711	0.000194
after CTS	0.000133	0.000638	0.000189
final	0.000129	0.000639	0.000187
## cell type report
class                      instances  area share
multi-input combinational        520       0.528
timing repair buffer             130       0.190
sequential                        64       0.187
tap                              220      0.0402
clock buffer                      10      0.0349
clock inverter                     6      0.0120
inverter                          15     0.00821
## through the flow
stage / hold WS [ps] / setup slack, ps
CTS: 481 / 18410
global route: 516 / 18190
floorplan: 420 / 18950
global placement: 465 / 18160
finish: 484 / 18360
detailed placement: 457 / 18060
## kinds of logic after synthesis
kind of cell / count (synthesis) / share of synthesized area
xor gates and xnor gates: 62 / 0.107
AOI/OAI and AO/OA: 219 / 0.271
and+or+nand+nor: 175 / 0.176
DFF: 64 / 0.252
buffers and inverters: 33 / 0.0348
adders and majority gates: 64 / 0.159
Power figures rest on the tool's default switching activity, not on a simulated workload.
