===== /design/flow/config.mk =====
export PLATFORM = sky130hd
export DESIGN_NAME = uart_rx
export DESIGN_NICKNAME = uart_rx
export VERILOG_FILES = /design/flow/design.v
export SDC_FILE = /design/flow/constraint.sdc
export NUM_CORES = 4
export LEC_CHECK = 1
export CORE_UTILIZATION = 40

===== /design/flow/constraint.sdc =====
current_design uart_rx

set clk_period 2.2
set clk_io_pct 0.2

create_clock -name clk0 -period $clk_period [get_ports {osc_clk}]

set non_clock_inputs [all_inputs -no_clocks]
set_input_delay [expr $clk_period * $clk_io_pct] -clock clk0 $non_clock_inputs
set_output_delay [expr $clk_period * $clk_io_pct] -clock clk0 [all_outputs]

===== /design/flow/design.v =====
module uart_rx 
  #(parameter CLKS_PER_BIT = 1181)
  (
   input   osc_clk,
   input   i_Rx_Serial,
   output  reg o_Rx_DV,
   output reg [7:0] o_Rx_Byte
   );
  localparam s_IDLE         = 3'b000;
  localparam s_RX_START_BIT = 3'b001;
  localparam s_RX_DATA_BITS = 3'b010;
  localparam s_RX_STOP_BIT  = 3'b011;
  localparam s_CLEANUP      = 3'b100;
  reg           r_Rx_Data_R = 1'b1;
  reg           r_Rx_Data   = 1'b1;
  reg [2:0]		UartClk   = 2'b0;
  reg [15:0]     r_Clock_Count = 0;
  reg [2:0]     r_Bit_Index   = 0;  
  reg [7:0]     r_Rx_Byte     = 0;
  reg           r_Rx_DV       = 0;
  reg [2:0]     r_SM_Main     = 0;
  reg r_Rx_DV_last;
   always @(posedge osc_clk)
    begin
	  UartClk <= UartClk + 2'b1;
	    o_Rx_DV   <= r_Rx_DV && !r_Rx_DV_last;
		r_Rx_DV_last <= r_Rx_DV;
    end  
   always @(posedge UartClk[2])
    begin
      r_Rx_Data_R <= i_Rx_Serial;
      r_Rx_Data   <= r_Rx_Data_R;
    end
  always @(posedge UartClk[2])
    begin
      case (r_SM_Main)
        s_IDLE :
          begin
            r_Rx_DV       <= 1'b0;
            r_Clock_Count <= 0;
            r_Bit_Index   <= 0;
            if (r_Rx_Data == 1'b0)           
              r_SM_Main <= s_RX_START_BIT;
            else
              r_SM_Main <= s_IDLE;
          end
        s_RX_START_BIT :
          begin
            if (r_Clock_Count == (CLKS_PER_BIT-1)/2)
              begin
                if (r_Rx_Data == 1'b0)
                  begin
                    r_Clock_Count <= 0;   
                    r_SM_Main     <= s_RX_DATA_BITS;
                  end
                else
                  r_SM_Main <= s_IDLE;
              end
            else
              begin
                r_Clock_Count <= r_Clock_Count + 1'b1;
                r_SM_Main     <= s_RX_START_BIT;
              end
          end  
        s_RX_DATA_BITS :
          begin
            if (r_Clock_Count < CLKS_PER_BIT-1)
              begin
                r_Clock_Count <= r_Clock_Count + 1'b1;
                r_SM_Main     <= s_RX_DATA_BITS;
              end
            else
              begin
                r_Clock_Count          <= 0;
                r_Rx_Byte[r_Bit_Index] <= r_Rx_Data;
                if (r_Bit_Index < 7)
                  begin
                    r_Bit_Index <= r_Bit_Index + 1'b1;
                    r_SM_Main   <= s_RX_DATA_BITS;
                  end
                else
                  begin
                    r_Bit_Index <= 0;
                    r_SM_Main   <= s_RX_STOP_BIT;
                  end
              end
          end  
        s_RX_STOP_BIT :
          begin
            if (r_Clock_Count < CLKS_PER_BIT-1)
              begin
                r_Clock_Count <= r_Clock_Count + 1'b1;
                r_SM_Main     <= s_RX_STOP_BIT;
              end
            else
              begin
                r_Rx_DV       <= 1'b1;
				o_Rx_Byte <= r_Rx_Byte;
                r_Clock_Count <= 0;
                r_SM_Main     <= s_CLEANUP;
              end
          end  
        s_CLEANUP :
          begin
            r_SM_Main <= s_IDLE;
            r_Rx_DV   <= 1'b0;
          end
        default :
          r_SM_Main <= s_IDLE;
      endcase
    end   
endmodule  

===== /design/flow/run.sh =====
#!/bin/bash
# OpenROAD 26Q1-2900-gdf79404cd8, Yosys 0.63+post, stock flow scripts
make -C /OpenROAD-flow-scripts/flow DESIGN_CONFIG=/design/flow/config.mk WORK_HOME=/design/flow/orfs finish

==> notes.md <==
With the required time reported for the critical path endpoint at 1760 ps, the share of the synthesized area in the top cell type is 0.483. STA classifies the critical path startpoint as a flop. For the combinational cell fraction of total power, the log shows 0.006.

With the number of standard cells reported by yosys at 184, the detailed-route via count is 1,392. The remaining number of nets flagged by the antenna check after routing came out at 0. Hold buffer count at CTS: 0. The combined buffer and inverter count along the critical path is 1. The largest net degree at the start of global routing is 43. The total area of multi-input combinational cells came out at 893 um2. Die width: 76.8 um. The type of the tightest min-delay check was flop to flop. The run finished with clean final reports. The number of post-CTS setup repair buffers is 0, and the final critical-path setup slack is 803 ps.

The tools report the element type at the critical path end as an output port. The maximum resistive drop on vdd is 0.332 mV, and the design internal power is 0.217 mW. The logs give 2390 um2 for the placed standard-cell area and 220 ps for the latest clock arrival within the worst-skew pair.

The run gives 3.31 mm as the total length of routed wires. The maximum root-to-sink buffer count was 2. The routed design shows a wire length per standard cell of 12.6 um. Setup repair after global routing left no endpoint under its margin.

The script parses the final routing iteration and logs DRC violations as 0. The number of diodes added for antenna fixing was 0; the combined flip-flop and latch cell area was 1280 um2. Startpoint-to-endpoint class of the critical path: flop to output port. After clock tree synthesis, the repair step resized 0 gates. The initial antenna violation count came out at 0.

The depth of the CTS H-tree is 1, and the switching part of the total is 0.158. By area the synthesized netlist is led by sky130_fd_sc_hd__edfxtp_1, sky130_fd_sc_hd__dfxtp_1, sky130_fd_sc_hd__ha_1, sky130_fd_sc_hd__a21oi_2, sky130_fd_sc_hd__xor2_1. In this design, the stage delay of the slowest critical-path cell is 440 ps.

After routing, the total negative slack on setup checks comes to 0 ps. The sequential cell fraction of total power was 0.355; the number of top-level design ports was 11. Max-cap violations in this run came to 0.

The leakage power figure came out at 0.823 nW. By instance count after routing, the leading logic cell type is sky130_fd_sc_hd__edfxtp_1. The core utilization before placement is 0.428, and the final period demand of the worst path is 1400 ps. The largest fanout of any net on the critical path was 1; the fmax was 716 MHz. The count of input and output buffers works out to 10. The data arrival time reported for the critical path is 960 ps. For the fraction of the yosys area taken by sequential cells, the log shows 0.572.

On the final layout, the worst clock skew is 2.38 ps. 86 endpoints have no timing constraint. The stat command in Yosys gives a chip area of 2240 um2. The library cell occupying the most area in the post-synthesis netlist is sky130_fd_sc_hd__edfxtp_1.

For this design the ratio of total power to cell area is 106 nW/um2. The total number of warnings across the stage logs is 29. The synthesized netlist handed to floorplanning was reported with a cell count of 184. Overall fraction of global-route tracks in use: 0.128.

The clock group share of total power was 0.639. The run gives 0 for the residual overflow from global routing. At the pin with the least slew margin, the transition time is 731 ps. The tools report the row count as 26. The slowest stage of the critical path belongs to the cell sky130_fd_sc_hd__clkdlybuf4s50_1. The timer found 41 register pins that no clock reaches; their paths are not timed.

The area of the placeable core came out at 5240 um2. The run gives 0 for the number of setup violations in the final report. The tools report the iteration count of the initial detailed-routing pass as 4. TritonCTS built the clock tree.

The post-synthesis instance area was 2240 um2; the last weighted congestion value of the routability-driven placer was 0.880. The fraction of the cycle the final worst path needs came out at 0.635. The critical path goes through clkdlybuf4s50_1.

Looking at the clock tree report, the root buffer type is sky130_fd_sc_hd__clkbuf_8. The warning count from the yosys run is 1. The switching component of the power was reported as 0.0408 mW.

The fraction of final layout cells with drive strength greater than 1 works out to 0.140. The number of failing hold endpoints at the final stage was 0. The run gives 0.511 as the headroom to the max-slew limit. The number of distinct library cells after synthesis was 45. The number of global-route vias before repair came out at 1,258.

With the final standard cell area without fillers at 2440 um2, the wire length of the first global-routing pass is 5.88 mm. The mean instance size in the synthesized netlist came out at 12.2 um2. In the layout the commonest cells are sky130_fd_sc_hd__edfxtp_1, sky130_fd_sc_hd__nand2_1, sky130_fd_sc_hd__dfxtp_1, sky130_fd_sc_hd__nor2_1, sky130_fd_sc_hd__clkdlybuf4s50_1. The run gives 76.8 um for the die outline height.

For the placed wire-length estimate, the log shows 2.39 mm. The logs give 0 for the max-slew violation count and 5900 um2 for the total die size. TritonCTS created 3 clock buffers.

Per the log, the first TritonRoute iteration ended with a DRC count of 64. Via density per instance: 5.29. Yosys reported a register bit count of 46. The run gives 0.465 for the share of the core filled with cells in the final layout. The run gives 1030 ps as the setup slack at placement. For reference, the clock transition at the flip-flops on the worst setup and hold paths is 30 ps. The kind of cell with the highest combined delay on the critical path was buffers and inverters. In this run the layout overhead on the synthesized area is reported as 8.83%.

The final layout report lists a filler cell count of 465.
## through the flow
stage,power [mW],instances,hold WS (ps)
final,0.258,263,376
after global routing,0.271,263,403
after CTS,0.264,263,379
after detailed placement,0.0943,259,367
after global placement,0.0943,259,367
after floorplan,0.0927,184,357
## cell usage after synthesis, drive strengths merged
cell and count:
or2 1, and2b 1, mux2 4, a21oi 16, nand3b 2, o21ai 7, and3b 1, a211oi 1
nand4 7, buf 6, clkbuf 1, nand3 11, and2 3, nor2 10, xor2 9, o311ai 2
and4bb 1, and4b 2, or4 1, nor3 4, and3 3, xnor2 7, nor3b 1, nor4 3
or3 2, a22oi 2, o31ai 1, nor4b 1, ha 7, nor2b 1, dfxtp 10, nand2b 1
edfxtp 36, nand2 15, inv 4
## final cells by class
cell class / instances / area share
Multi-Input combinational cell: 127 / 0.367
Timing Repair Buffer: 12 / 0.0472
Clock buffer: 4 / 0.0185
Tap cell: 70 / 0.0359
Inverter: 4 / 0.00616
Sequential cell: 46 / 0.526
## layer usage
layer | wire [um] | track usage | vias to the layer above
met5 | 0 | 0 | -
met4 | 0 | 0.00385 | 0
met3 | 92 | 0.0230 | 0
met2 | 1580 | 0.196 | 22
met1 | 1640 | 0.215 | 667
li1 | - | - | 703
## path summary, 6_finish.rpt
| path | start | endpoint | slack, ps | cells past startpoint |
|---|---|---|---|---|
| worst max-delay path | o_Rx_DV | o_Rx_DV | 800 | 1 |
| worst min-delay path | UartClk[0] | UartClk[0] | 380 | 1 |
| worst max register to register | UartClk[2] | UartClk[2] | 1340 | 2 |
| worst min register to register | UartClk[0] | UartClk[0] | 380 | 1 |
## state kept, by name, summed over array words and instances, names as in the netlist
| name | count |
|---|---|
| r_Rx_Data | 1 |
| r_Rx_Data_R | 1 |
| r_Rx_DV | 1 |
| r_Rx_Byte | 8 |
| UartClk | 3 |
| r_SM_Main | 3 |
| r_Rx_DV_last | 1 |
| o_Rx_DV | 1 |
| r_Bit_Index | 3 |
| r_Clock_Count | 16 |
| o_Rx_Byte | 8 |
## power by group through the flow
stage	combinational, mW	sequential, mW	clock (mW)
finish	0.00166	0.0914	0.165
global route	0.00190	0.0912	0.178
CTS	0.00166	0.0913	0.171
## kinds of logic (layout without fill, tap and decap cells)
| family | Yosys count | after routing | share of synthesized area |
|---|---|---|---|
| AND/OR/NAND/NOR | 71 | 71 | 0.186 |
| flip-flops | 46 | 46 | 0.572 |
| AND-OR/OR-AND | 29 | 29 | 0.0911 |
| XOR/XNOR | 16 | 16 | 0.0626 |
| buffers and inverters | 11 | 20 | 0.0290 |
| adder cells (fa/ha/maj) | 7 | 7 | 0.0391 |
| multiplexers | 4 | 4 | 0.0201 |
Power is estimated from default activity; no workload was simulated.
